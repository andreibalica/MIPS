==> flow/design.v <==
`timescale 1ns / 1ps
module pl_reg_file(
    input  logic [4:0]  read_reg_1,
    input  logic [4:0]  read_reg_2,
    input  logic [4:0]  write_reg,
    input  logic [31:0] write_data,
    input  logic        reg_write,
    input  logic        clk,
    input  logic        reset,
    input  logic        enable,
    output logic [31:0] read_data_1,
    output logic [31:0] read_data_2
    );
    logic [31:0] registers [0:31];
    always_comb begin
        read_data_1 = (reg_write && (write_reg == read_reg_1) && (write_reg != 0)) 
                  ? write_data 
                  : registers[read_reg_1];
        read_data_2 = (reg_write && (write_reg == read_reg_2) && (write_reg != 0)) 
                  ? write_data 
                  : registers[read_reg_2];
    end
    always_ff @(posedge clk or posedge reset) begin
        if (reset) begin
            for (int i = 0; i < 32; i = i + 1)
                registers[i] <= 32'd0;
        end else if (enable && reg_write) begin
            if (write_reg != 5'd0)
                registers[write_reg] <= write_data;
        end
    end
endmodule
==> flow/run.sh <==
#!/bin/bash
# OpenROAD 26Q1-2900-gdf79404cd8, Yosys 0.63+post, stock flow scripts
make -C /OpenROAD-flow-scripts/flow DESIGN_CONFIG=/design/flow/config.mk WORK_HOME=/design/flow/orfs finish
==> flow/config.mk <==
export PLATFORM = sky130hd
export DESIGN_NAME = pl_reg_file
export DESIGN_NICKNAME = pl_reg_file
export VERILOG_FILES = /design/flow/design.v
export SDC_FILE = /design/flow/constraint.sdc
export NUM_CORES = 4
export LEC_CHECK = 1
export CORE_UTILIZATION = 30
==> flow/constraint.sdc <==
current_design pl_reg_file

set clk_period 11.4
set clk_io_pct 0.2

create_clock -name clk0 -period $clk_period [get_ports {clk}]

set non_clock_inputs [all_inputs -no_clocks]
set_input_delay [expr $clk_period * $clk_io_pct] -clock clk0 $non_clock_inputs
set_output_delay [expr $clk_period * $clk_io_pct] -clock clk0 [all_outputs]
==> run summary <==
Flow results are below.

- The cell count along the critical path is 9, for reference.
- The cell area after synthesis is 52,200 um2, for reference.
- For reference, the most critical setup path is categorized as input port to primary output.
- The DRC violations left is 0, for reference.
- The count of nets left with antenna violations once routing finished came out at 0.
- The routed length on met1 is 97,290 um, for reference.
- More flip-flops sit in one register than any other, and that register is registers.
- The worst-case IR drop observed on VDD is 0.1348 mV.
- The core footprint is 172,100 um2, for reference.
- The maximum clock frequency is 108.0 MHz, for reference.
- In this run the power spent charging and discharging nets is 2.714 mW.
- After clock tree synthesis, the clock-pin slew on the worst setup and hold paths is 0.06 ns.
- For the worst setup path, the data arrival time is 6.98 ns.
- The post-synthesis sequential area ratio is 49.09%, for reference.
- The cell resize tally after clock tree synthesis is 0, for reference.
- Setup repair after global routing left no endpoint under its margin.
- The biggest fanout along the worst timing path is 11, for reference.
- The setup slack on the worst flop-to-flop path is 10.47 ns, for reference.
- The TritonCTS clock tree is done, for reference.
- No sink is reached through more buffers than the 3 on the longest clock path.
- The highest layer touched by signal routing is met5.
- In the final routed layout, each cell accounts on average for 41.78 um.
- The last timing report of the flow puts the setup violation total at 0.
- Checking hold timing, the worst path is listed with class register to register.
- The portion of the clock cycle consumed by the worst path in the final layout is 81.24%, for reference.
- Grouping stages by cell kind, the critical path spends the most delay in simple AND/OR/NAND/NOR gates.
- Among all flip-flop cells after synthesis, the most frequent one is dfrtp_1.
- The final hold violation count is 0, for reference.
- Among all stages on the critical path, the maximum delay recorded is 0.98 ns.
- The area growth from synthesis to layout is 15.66%, for reference.
- Total power normalized to cell area comes to 158.7 nW/um2.
- The post-synth count of flops with an enable pin is 0.
- In the synthesis report, Yosys lists the chip area as 52,200 um2.
- The internal power component is 6.870 mW, for reference.
- The synthesized instance count is 4,460.
- The number of global-route vias before repair is 45,380.
- The share of the core area taken by cells at floorplan is 30.33%.
- The instance area at placement is 56,420 um2, for reference.
- Looking at the power breakdown, sequential logic takes 47.3% of the total.
- The number of port buffers is 114, for reference.
- The post-cts hold-fix buffer tally is 0, for reference.
- Yosys mapped the design onto 71 distinct sky130hd cell types.
- The cell area after layout is 60,370 um2, for reference.
- The first-pass GRT wire length is 389,900 um, for reference.
- The worst setup path is captured at a primary output.
- The layout summary lists the proportion of cells stronger than drive strength 1 as 34.68%.
- In the synthesized netlist the async set-or-reset flop fraction comes to 100.0%.
- The post-synthesis register bit count is 1,024, for reference.
- The slowest stage of the critical path belongs to the cell or4_2.
- In this run the number of H-tree levels came out at 3.
- Global routing used 33.61% of the available tracks across all layers.
- Between clock sinks in the finished design, the worst skew comes to 0 ns.
- The pin count of the biggest net entering global routing is 129, for reference.
- The total number of vias is 46,130, for reference.
- The TritonCTS sink count is 1,024, for reference.
- The registers reported with the highest flop counts are registers: 1024 flops.
- The initial antenna violation count is 32, for reference.
- RePlAce ended its routability-driven mode at a weighted congestion of 1.031.
- Looking at the power breakdown, the clock network takes 40.5% of the total.
- According to the dpl log, the detail-placed design has an HPWL of 172,200 um.
- The floorplan die width is 419.1 um, for reference.
- The transition time recorded at the tightest slew-check pin is 1.416 ns.
- Per the repair_timing log after CTS, setup buffers inserted total 0.
- The number of warnings the tools reported is 47, for reference.
- Each instance of the synthesized netlist takes up on average 11.70 um2.
- The reg-to-reg critical path endpoint is registers[27][18]$_DFFE_PP0P_, for reference.
- The max-slew check reports its worst relative slack as 4.903%.
- The worst path in the final design needs a cycle of 9.261 ns, including I/O delays and setup.
- The max-cap violation count is 0, for reference.
- Among the stages of the critical path, the cell type that occurs most often is clkdlybuf4s50_1.
- The total of warnings raised by yosys is 2, for reference.
- The floorplan die height is 419.1 um, for reference.
- The CTS root buffer is clkbuf_16, for reference.
- Cells fill 35.07% of the core in the end.
- Per STA, the worst path is made up of clkdlybuf4s50_1, or2_1, nor4_2, or4_2, nand2_2, buf_4, nor4_1, a21oi_1, clkdlybuf4s50_1.
- The overall die size recorded for this design is 175,700 um2.
- The routed design uses 46,800 um of met3 wire.
- The max-slew violation count is 0, for reference.
- The timing endpoint of the critical path is read_data_2[15], for reference.
- Detailed-route iteration 0 reported a violation count of 5,861.
- The leakage power is 26.77 nW, for reference.
- Net switching is 28.32% of the power.
- The run finished with clean final reports.
- The source of the worst register-to-register timing path is registers[27][18]$_DFFE_PP0P_, for reference.
- The path depth of the worst reg2reg path is 1, for reference.
- In this run the worst setup path begins at write_reg[1].
- Combinational logic burns 12.3% of the power.
- Data on the critical path is required at its endpoint by 9.12 ns.
- The number of flip-flops under the largest register name is 1,024, for reference.
- Together, buffers and inverters on the worst path number 3.
- The via density per instance is 6.699, for reference.
- The insertion delay at the late pin of the worst-skew pair is 0.76 ns, for reference.
- The first detailed-routing pass ran for 10 iterations.
- The number of cells reported by Yosys stat comes to 4,460.
- Per the GRT congestion report, total overflow comes to 0.
- STA classifies the critical path startpoint as an input port.
- The total I/O pin count is 115, for reference.
- The number of core rows is 152, for reference.
- The total detailed-routing wirelength is 287,800 um, for reference.
- The total CTS buffers is 111, for reference.
- Wire segments on met2 add up to 114,600 um in the final route.
-- per-layer routing --
metal	vias to the layer above	GRT usage, %
met3	1545	20.53
met5	-	1.917
li1	17230	-
met4	33	24.64
met2	4241	44.77
met1	23080	39.21
-- logic make-up after synthesis --
group,after synthesis,synth area share (%)
AND/OR/NAND/NOR,909,9.879
flip-flops,1024,49.09
multiplexers,1016,21.88
buffers and inverters,473,4.262
XOR/XNOR,10,0.1678
AND-OR/OR-AND,1028,14.72
-- synthesized netlist by cell type, drive strengths merged (7+ instances only) --
library cell / n / area share (%)
nor2: 119 / 1.1
nor4: 47 / 0.58
and3: 215 / 2.6
a31oi: 11 / 0.13
nand2: 150 / 1.1
o22ai: 48 / 0.58
a2111oi: 71 / 1.4
nand2b: 12 / 0.14
nor3: 50 / 0.50
a21oi: 69 / 0.66
a222oi: 12 / 0.23
a221oi: 18 / 0.30
nand3b: 10 / 0.21
mux2i: 18 / 0.35
or3: 7 / 0.093
a32oi: 13 / 0.22
dfrtp: 1024 / 49
clkbuf: 215 / 1.5
buf: 256 / 2.7
nor2b: 11 / 0.13
xnor2: 8 / 0.13
nand4: 122 / 1.5
nand3: 116 / 1.1
nor4b: 8 / 0.13
a22oi: 712 / 10
or3b: 7 / 0.13
o31ai: 9 / 0.13
mux2: 998 / 22
a22o: 19 / 0.32
nor3b: 10 / 0.16
o21ai: 28 / 0.27
-- cell type report --
| type | instances | area (um2) |
|---|---|---|
| sequential | 1024 | 25620 |
| inverter | 2 | 11.26 |
| clock buffer | 147 | 3144 |
| fill | 16720 | 111700 |
| tap | 2310 | 2890 |
| multi-input combinational | 2963 | 24960 |
| antenna | 36 | 90.09 |
| clock inverter | 57 | 716.9 |
| timing repair buffer | 348 | 2930 |
-- cell usage in the layout (no fill, tap or decap), drive strengths merged, types with 108 or more instances in the layout --
master	instances
a22oi	712
and3	215
buf	240
clkbuf	147
clkdlybuf4s50	108
dfrtp	1024
mux2	998
nand2	150
nand3	116
nand4	122
nor2	119
-- how the worst min path moves through the flow --
stage,start,endpoint,slack [ns],cells after the start
final,registers[0][23]$_DFFE_PP0P_,registers[0][23]$_DFFE_PP0P_,0.39,0
after CTS,registers[0][11]$_DFFE_PP0P_,registers[0][11]$_DFFE_PP0P_,0.40,0
after global routing,registers[0][7]$_DFFE_PP0P_,registers[0][7]$_DFFE_PP0P_,0.41,0
-- power groups by stage --
stage | combinational (mW) | clock [mW] | sequential [mW]
final | 1.17 | 3.88 | 4.53
after CTS | 1.15 | 3.88 | 4.51
after global routing | 1.23 | 4.01 | 4.58
-- metrics by stage --
| stage | std cells | TNS [ns] | setup WS, ns | power (mW) | hold slack, ns |
|---|---|---|---|---|---|
| global placement | 6647 | 0 | 2.256 | 5.696 | 0.3815 |
| CTS | 6851 | 0 | 2.235 | 9.541 | 0.3983 |
| global route | 6860 | 0 | 2.034 | 9.819 | 0.4058 |
| finish | 6887 | 0 | 2.139 | 9.583 | 0.3929 |
| floorplan | 4460 | -5113.79 | -4.994 | 5.114 | 0.4455 |
| detailed placement | 6647 | 0 | 2.253 | 5.713 | 0.3846 |
No activity file was given, so power comes from the tool's default toggle rates.
